==> flow/run.sh <==
#!/bin/bash
# OpenROAD 26Q1-2900-gdf79404cd8, Yosys 0.63+post, stock flow scripts
make -C /OpenROAD-flow-scripts/flow DESIGN_CONFIG=/design/flow/config.mk WORK_HOME=/design/flow/orfs finish
==> flow/config.mk <==
export PLATFORM = sky130hd
export DESIGN_NAME = int8_mac_tree
export DESIGN_NICKNAME = int8_mac_tree
export VERILOG_FILES = /design/flow/design.v
export SDC_FILE = /design/flow/constraint.sdc
export NUM_CORES = 4
export LEC_CHECK = 1
export CORE_UTILIZATION = 30
==> flow/constraint.sdc <==
current_design int8_mac_tree

set clk_period 11.6
set clk_io_pct 0.2

create_clock -name clk0 -period $clk_period [get_ports {clk}]

set non_clock_inputs [all_inputs -no_clocks]
set_input_delay [expr $clk_period * $clk_io_pct] -clock clk0 $non_clock_inputs
set_output_delay [expr $clk_period * $clk_io_pct] -clock clk0 [all_outputs]
==> flow/design.v <==
module adder_16bit (
    input signed [15:0] A,
    input signed [15:0] B,
    output signed [16:0] S
);
    assign S = A + B;
endmodule
module adder_17bit (
    input signed [16:0] A,
    input signed [16:0] B,
    output signed [17:0] S
);
    assign S = A + B;
endmodule
module adder_18bit (
    input signed [17:0] A,
    input signed [17:0] B,
    output signed [18:0] S
);
    assign S = A + B;
endmodule
module int8_mac_tree (
    input clk,  
    input reset,  
    input signed [7:0] in0,
    input signed [7:0] in1,
    input signed [7:0] in2,
    input signed [7:0] in3,
    input signed [7:0] in4,
    input signed [7:0] in5,
    input signed [7:0] in6,
    input signed [7:0] in7,
    input signed [7:0] in8,
    input signed [7:0] in9,
    input signed [7:0] in10,
    input signed [7:0] in11,
    input signed [7:0] in12,
    input signed [7:0] in13,
    input signed [7:0] in14,
    input signed [7:0] in15,
    output reg signed [31:0] out,
    output signed [15:0] prod0, prod1, prod2, prod3, prod4, prod5, prod6, prod7,
    output signed [17:0] sum_level2_0, sum_level2_1
);  
    wire signed [16:0] sum_level1_out [0:3];
    wire signed [18:0] out_temp;
    reg signed [7:0] in0_reg, in1_reg, in2_reg, in3_reg, in4_reg, in5_reg, in6_reg, in7_reg, 
                     in8_reg, in9_reg, in10_reg, in11_reg, in12_reg, in13_reg, in14_reg, in15_reg;
    always @(posedge clk or posedge reset) begin
        if (reset) begin
            in0_reg <= 8'h0; in1_reg <= 8'h0; in2_reg <= 8'h0; in3_reg <= 8'h0;
            in4_reg <= 8'h0; in5_reg <= 8'h0; in6_reg <= 8'h0; in7_reg <= 8'h0;
            in8_reg <= 8'h0; in9_reg <= 8'h0; in10_reg <= 8'h0; in11_reg <= 8'h0;
            in12_reg <= 8'h0; in13_reg <= 8'h0; in14_reg <= 8'h0; in15_reg <= 8'h0;
        end else begin
            in0_reg <= in0; in1_reg <= in1; in2_reg <= in2; in3_reg <= in3;
            in4_reg <= in4; in5_reg <= in5; in6_reg <= in6; in7_reg <= in7;
            in8_reg <= in8; in9_reg <= in9; in10_reg <= in10; in11_reg <= in11;
            in12_reg <= in12; in13_reg <= in13; in14_reg <= in14; in15_reg <= in15;
        end
    end
    multiplier_8bit mul0 (.A(in0_reg), .B(in1_reg), .P(prod0));
    multiplier_8bit mul1 (.A(in2_reg), .B(in3_reg), .P(prod1));
    multiplier_8bit mul2 (.A(in4_reg), .B(in5_reg), .P(prod2));
    multiplier_8bit mul3 (.A(in6_reg), .B(in7_reg), .P(prod3));
    multiplier_8bit mul4 (.A(in8_reg), .B(in9_reg), .P(prod4));
    multiplier_8bit mul5 (.A(in10_reg), .B(in11_reg), .P(prod5));
    multiplier_8bit mul6 (.A(in12_reg), .B(in13_reg), .P(prod6));
    multiplier_8bit mul7 (.A(in14_reg), .B(in15_reg), .P(prod7));
    adder_16bit add_l1_0 (.A(prod0), .B(prod1), .S(sum_level1_out[0]));
    adder_16bit add_l1_1 (.A(prod2), .B(prod3), .S(sum_level1_out[1]));
    adder_16bit add_l1_2 (.A(prod4), .B(prod5), .S(sum_level1_out[2]));
    adder_16bit add_l1_3 (.A(prod6), .B(prod7), .S(sum_level1_out[3]));
    adder_17bit add_l2_0 (.A(sum_level1_out[0]), .B(sum_level1_out[1]), .S(sum_level2_0));
    adder_17bit add_l2_1 (.A(sum_level1_out[2]), .B(sum_level1_out[3]), .S(sum_level2_1));
    adder_18bit add_final (.A(sum_level2_0), .B(sum_level2_1), .S(out_temp));
    always @(posedge clk or posedge reset) begin
        if (reset)
            out <= 32'h0;
        else
            out <= out_temp;
    end
endmodule
module multiplier_8bit (
    input signed [7:0] A,
    input signed [7:0] B,
    output signed [15:0] P
);
    assign P = A * B;
endmodule
==> deck_impl_summary.md <==
Implementation Results

Yosys
  • Unique cell types: 57
  • #FFs+latches synth: 147
  • # Cells Yosys: 2851
  • Asr flop ratio synth: 100%
  • Synth Seq Share: 13.4%
  • Syn Inst Count: 2851
  • Syn avg cell area: 9.63 um2
  • Yosys chip area: 0.0275 mm2
  • Post-Syn Area: 0.0275 mm2
  • Total number of yosys warnings: 1
  • Commonest flop: dfrtp_1
  • Flip-flops with a built-in enable: 0

Floorplan
  • Number of top-level pins: 326
  • DIE WIDTH: 305 um
  • Rows: 110
  • FP Util: 30.4%
  • Die Size: 0.0928 mm2
  • Core area: 0.0903 mm2
  • Chip Height: 305 um

Global routing
  • Largest net degree at the start of global routing: 45
  • Number of global-route vias before repair: 20.3k
  • Total track usage: 17.0%
  • Initial antenna violation count: 1
  • Grt ovf: 0
  • First-pass GRT wire length: 115 mm

Min path
  • Hold Path Stages: 3
  • Hold path startpoint: in13_reg[0]
  • Hold Crit Endpoint: out[0]
  • HP Class: reg2reg

Drt
  • Ant diodes: 0
  • Average wire per standard cell: 16.3 um
  • Iteration-0 DRC Markers: 744
  • First-pass iteration count of the detailed router: 5
  • Vias per cell: 4.37
  • Vias: 19.2k
  • Antenna viol nets, final: 0
  • Drt total wl: 71.5 mm
  • DRC Markers: 0

Worst setup path
  • Reg2Reg Launch Point: in9_reg[2]
  • Setup crit start: in9_reg[2]
  • R2R Setup Slk: 3010 ps
  • Arrival time at the worst endpoint: 8290 ps
  • Worst reg-to-reg path cell count: 31
  • Critical Path RT: 9280 ps
  • Critical setup path kind: reg2out
  • CP startpoint kind: register
  • Peak per-stage delay on the critical path: 670 ps
  • FF-to-FF End: out[16]
  • Slowest library cell on the worst path: clkdlybuf4s50_1
  • Largest fanout on the critical path: 8
  • Crit. End Element: primary output

Clock tree
  • Bufs on Longest Clock Path: 2
  • Setup Buffers After CTS: 0
  • CTS root buf: clkbuf_16
  • Reg clk slew, reported paths: 70 ps
  • CTS resizes: 0
  • CTS tree: done
  • Num CTS Buffers: 17
  • Hold bufs inserted after CTS: 0
  • Latency at later pin: 520 ps
  • H-tree depth: 4
  • Clk sinks: 147

Place
  • I/O Buffers: 325
  • HPWL Detailed: 63.7 mm
  • Placed Instances: 4351
  • RePlAce Congestion: 0.930
  • Worst slack, placed: 1390 ps

Status
  • Outcome: finished, final reports clean

Cells and area
  • Commonest Layout Cell: inv_1
  • Number of flip-flops in the largest register: 19
  • Share of cells above drive strength 1: 2.34%
  • Area grow syn2layout: 19.3%
  • Fill count: 9037
  • Largest reg by FF count: out
  • Fin cells: 4383
  • Most numerous logic cells after layout: inv_1 (763), fa_1 (507), clkdlybuf4s50_1 (325)
  • Final core utilization: 36.3%

Final timing
  • F_max: 0.0942 GHz
  • Min Tclk post-route: 10610 ps
  • Hold_ws: 1070 ps
  • Fin crit share: 91.5%
  • Worst slew pin tran: 1050 ps
  • Final clock skew: 15.4 ps
  • Slew headroom: 29.9%
  • Slew Viols, Final: 0
  • Final hold violations: 0
  • RSZ-0062 raised after global routing: no
  • Setup TNS: 0 ps
  • Fin worst setup slack: 988 ps
  • Final setup viols: 0

Run
  • Max cap viols: 0
  • OpenROAD warnings: 25
## worst max-delay path by stage
stage | to | cells past startpoint
global route | sum_level2_1[17] | 28
finish | sum_level2_1[17] | 27
CTS | sum_level2_1[17] | 28
## final cells by class
class	instances	area, um2	area share, %
tap	1176	1470	4.49
inverter	764	2870	8.77
multi-input combinational	1926	20800	63.5
clock buffer	20	447	1.36
clock inverter	12	133	0.405
timing repair buffer	338	3350	10.2
sequential	147	3680	11.2
## logic make-up (layout without fill, tap and decap cells)
logic type | after synthesis | count (layout) | share of synthesized area, %
xor+xnor | 190 | 190 | 6.06
mux | 2 | 2 | 0.0729
fa+ha+maj | 791 | 791 | 49.9
simple gates | 677 | 677 | 13.1
flops | 147 | 147 | 13.4
compound gates | 266 | 266 | 6.62
buf+inv | 778 | 1134 | 10.8
## through the flow
stage,cell area [um2]
finish,32800
CTS,32800
global route,32800
detailed placement,32200
floorplan,27500
global placement,32200
## worst max-delay path, delay by kind of cell, from the launching register on
family	cells	cell delay [ps]
adders and majority gates	8	3550
xor gates and xnor gates	2	880
and+or+nand+nor	1	230
DFF	1	490
buffers and inverters	7	1010
AOI/OAI and AO/OA	9	1620
## routing by layer
| metal | track usage, % | share of wire, % | wire, um |
|---|---|---|---|
| met3 | 8.20 | 11 | 8020 |
| met2 | 25.0 | 44 | 31100 |
| met5 | 1.29 | 0.23 | 165 |
| met4 | 3.18 | 2.5 | 1810 |
| met1 | 23.4 | 43 | 30400 |
## synthesized netlist by cell type (3+ instances only)
master | count | area share [%]
nand3_1 | 8 | 0.15
inv_1 | 764 | 10
nor2_1 | 72 | 0.98
ha_1 | 284 | 13
fa_1 | 507 | 37
a21o_1 | 47 | 1.3
a2111oi_0 | 4 | 0.13
o211ai_1 | 9 | 0.25
nor2b_1 | 7 | 0.16
and2_1 | 323 | 7.4
o21a_1 | 9 | 0.25
o31ai_1 | 4 | 0.11
a221oi_1 | 4 | 0.13
and3_1 | 8 | 0.18
a2111oi_2 | 4 | 0.22
o21ai_1 | 7 | 0.13
nand2_1 | 174 | 2.4
o21bai_1 | 14 | 0.38
a21oi_2 | 7 | 0.22
a31oi_1 | 6 | 0.14
nor3_1 | 16 | 0.29
a211oi_1 | 5 | 0.14
dfrtp_1 | 147 | 13
or3_1 | 5 | 0.11
a21oi_1 | 75 | 1.4
nand3b_1 | 3 | 0.082
or2_2 | 9 | 0.21
a31o_1 | 4 | 0.13
a2111o_1 | 5 | 0.21
nand2b_1 | 44 | 1.0
xnor2_1 | 139 | 4.4
nand4_1 | 3 | 0.068
a211oi_2 | 4 | 0.18
xor2_1 | 51 | 1.6
buf_4 | 13 | 0.36
o21ai_0 | 39 | 0.71
